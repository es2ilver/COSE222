**/design/flow/design.v**
```verilog
module regfile(
  input logic iClk,
  input logic iReset,
  input logic [4:0] iRaddr1, iRaddr2, iWaddr,
  input logic iWe,
  input logic [31:0] iWdata,
  output logic [31:0] oRdata1, oRdata2
);
  logic [31:0] regs[31:0];
  integer i;
  always_ff@(posedge iClk, posedge iReset)
    if(iReset)
      for(i=0; i<32; i=i+1)
        regs[i] <= 0;
    else if(iWe & (iWaddr!=0))
      regs[iWaddr] <= iWdata;
  assign oRdata1 = regs[iRaddr1];
  assign oRdata2 = regs[iRaddr2];
endmodule
```
**/design/flow/run.sh**
```bash
#!/bin/bash
# OpenROAD 26Q1-2900-gdf79404cd8, Yosys 0.63+post, stock flow scripts
make -C /OpenROAD-flow-scripts/flow DESIGN_CONFIG=/design/flow/config.mk WORK_HOME=/design/flow/orfs finish
```
**/design/flow/config.mk**
```make
export PLATFORM = sky130hd
export DESIGN_NAME = regfile
export DESIGN_NICKNAME = regfile
export VERILOG_FILES = /design/flow/design.v
export SDC_FILE = /design/flow/constraint.sdc
export NUM_CORES = 4
export LEC_CHECK = 1
export CORE_UTILIZATION = 30
```
**/design/flow/constraint.sdc**
```tcl
current_design regfile

set clk_period 14.6
set clk_io_pct 0.2

create_clock -name clk0 -period $clk_period [get_ports {iClk}]

set non_clock_inputs [all_inputs -no_clocks]
set_input_delay [expr $clk_period * $clk_io_pct] -clock clk0 $non_clock_inputs
set_output_delay [expr $clk_period * $clk_io_pct] -clock clk0 [all_outputs]
```
==> impl_metrics.ini <==
; physical design summary
[final_timing]
min_period_over_period_pct = 72.86
fin_tns_setup_ns = 0
rsz0062_at_grt = false
final_max_slew_viol_count = 0
report.final.setup_viol = 0
slew_headroom_pct = 17.96
fin_skew_ns = 0
holdWs_ns = 0.4052
worstMarginPinSlew_ns = 1.226
finalHoldViolCount = 0
fmax_mhz = 94.01
period_minus_slack_ns = 10.64

[cts]
cts.htree.levels = 3
clock_path_buffers = 3
cts_inserted_buffers = 111
cts-hold-fix-buffers = 0
cts_root_buf = clkbuf_16
post_cts_resized = 0
post_cts_buffers = 0
clk_latency_ns = 0.78
cts_tree = built
clk_pin_slew_worst_paths_ns = 0.06
cts.sinks = 1024

[worst_setup_path]
slowest_stage = nor2_1
crit_fanout = 26
r2r_slack_ns = 13.67
critPathRequiredTime_ns = 11.68
path_buffers = 3
endpoint_kind = primary output
worstPathArrival_ns = 7.72
worstReg2RegStart = regs[6][26]$_DFFE_PP0P_
crit_type = in -> out
cpPeakStageDelay_ns = 0.94
cp_top_family = simple AND/OR/NAND/NOR gates
worst_setup_path_start_kind = input pin
cp_cell_sequence = buf_2 > or2_2 > nor2_1 > nand2_2 > buf_4 > o311ai_0 > a2111oi_0 > a21oi_1 > clkdlybuf4s50_1
crit_start = iRaddr2[0]

[logic_synthesis]
async_flop_share_pct = 100.0
synth_flops = 1024
edf_count = 0
synthFlopType = dfrtp_1
synth.distinct_cells = 67
synth_area_um2 = 51360
ys_warn_count = 2
ys_cells = 4394
synth_seq_share_pct = 49.89
syn_avg_cell_area_um2 = 11.69
syn_inst = 4394
ys_chip_area_um2 = 51360

[finish]
fill_cells = 16434
area_growth_pct = 15.79
regMostFlops = regs
regArea_um2 = 25620
logic_area_um2 = 24190
largest_reg_flops = 1024
stdcell_count = 6722
drive_above_1_share_pct = 34.15
top_regs = regs x1024
final_util_pct = 35.05

[hold_path]
hp-class = reg -> reg
min_from = regs[0][0]$_DFFE_PP0P_

[status]
outcome = completed

[flow_run]
max_cap_violations = 0
warning_count = 27

[grt]
grt_pass1_vias = 44263
gr-usage-met3_pct = 18.48
grtUsageMet2_pct = 44.69
grt_pass1_wl_um = 377000
overflow = 0
antenna_found_initial = 18
met1_usage_pct = 38.71
grt.busiest_layer = met2
grtUsageTotal_pct = 32.68
grt_max_degree = 61

[die]
fp_util_pct = 30.27
core_um2 = 169700
io_pins = 114
die_y_um = 415.8
rows = 151
dieArea_um2 = 172900
fp.dieW_um = 415.8

[routing]
vias = 44798
routed_wl_um = 276900
remaining_drc_errors = 0
drtPass1Iterations = 10
drtIter0Drc = 6329
drt-vias-per-instance = 6.664
final_antenna_net_count = 0
wire_per_inst_um = 41.20

[placed_design]
placed_cells = 6504
gp_congestion = 1.050
dpl.hpwl_um = 169600
numPortBuffers = 113

[pwr]
p_total_uw = 8218
power_density_nw_per_um2 = 138.2
max-vdd-ir-drop_uv = 101.7
p_leak_uw = 0.02552
==> through the flow <==
stage	setup slack [ns]	instance area, µm²
6_report	3.963	59470
2_1_floorplan	-2.434	51360
3_5_place_dp	4.287	55470
4_1_cts	4.274	59440
3_3_place_gp	4.325	55470
5_1_grt	4.263	59450
==> cell usage in the layout (no fill, tap or decap), types with 84 or more instances in the layout <==
cell,Yosys,final
clkbuf_16,0,111
mux2_2,996,996
dfrtp_1,1024,1024
nand4_1,101,101
a21oi_1,84,84
nand2_1,252,239
buf_4,21,236
a22oi_1,750,750
clkdlybuf4s50_1,0,105
nor2_1,154,103
==> synthesized netlist by cell type (45+ instances only) <==
| master | instances | area share [%] |
|---|---|---|
| mux2i_1 | 45 | 0.88 |
| buf_1 | 46 | 0.34 |
| clkbuf_1 | 195 | 1.4 |
| nor3_1 | 55 | 0.54 |
| nor2_1 | 154 | 1.1 |
| nand4_1 | 101 | 1.2 |
| a22oi_1 | 750 | 11 |
| a21oi_1 | 84 | 0.82 |
| nand2_1 | 252 | 1.8 |
| nand3_1 | 52 | 0.51 |
| mux2_2 | 996 | 22 |
| dfrtp_1 | 1024 | 50 |
| buf_2 | 189 | 1.8 |
==> routing by layer <==
metal / part of all wire, % / vias to the layer above
li1: - / 16807
met1: 34 / 22492
met2: 41 / 4016
met3: 15 / 1453
met4: 9.6 / 30
met5: 0.12 / -
==> power breakdown <==
group / leakage, µW / internal [µW] / total (µW) / switching, µW
logic: 0.0105 / 605 / 1180 / 574
registers: 0.0131 / 3370 / 3930 / 563
clock network: 0.00192 / 1810 / 3110 / 1300
total: 0.0255 / 5780 / 8220 / 2430
==> area by class of cell <==
class | instances | share of cell area [%]
antenna | 12 | 0.05049
clock buffer | 145 | 5.154
clock inverter | 61 | 1.517
inverter | 7 | 0.05049
multi-input combinational | 2907 | 40.67
sequential | 1024 | 43.09
tap | 2218 | 4.666
timing repair buffer | 348 | 4.805
==> cells by family after synthesis <==
family	Yosys count	synth area share [%]
AOI/OAI and AO/OA	1077	15.61
muxes	1052	23.00
DFF	1024	49.89
and+or+nand+nor	778	7.428
buffers and inverters	463	4.071
==> worst paths after layout <==
check,depth (start not counted),to
worst max-delay path,9,oRdata2[13]
worst min-delay path,0,regs[0][0]$_DFFE_PP0P_
worst max register to register,1,regs[6][26]$_DFFE_PP0P_
worst min register to register,0,regs[0][0]$_DFFE_PP0P_
max in group asynchronous,6,regs[20][25]$_DFFE_PP0P_
min in group asynchronous,2,regs[12][5]$_DFFE_PP0P_
Power and IR drop assume default switching activity.
